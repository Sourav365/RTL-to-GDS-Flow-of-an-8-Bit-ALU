==> flow/config.mk <==
export PLATFORM = sky130hd
export DESIGN_NAME = alu
export DESIGN_NICKNAME = alu
export VERILOG_FILES = /design/flow/design.v
export SDC_FILE = /design/flow/constraint.sdc
export NUM_CORES = 4
export LEC_CHECK = 1
export CORE_UTILIZATION = 30
==> flow/run.sh <==
#!/bin/bash
# OpenROAD 26Q1-2900-gdf79404cd8, Yosys 0.63+post, stock flow scripts
make -C /OpenROAD-flow-scripts/flow DESIGN_CONFIG=/design/flow/config.mk WORK_HOME=/design/flow/orfs finish
==> flow/constraint.sdc <==
current_design alu

set clk_period 5.1
set clk_io_pct 0.2

create_clock -name clk0 -period $clk_period [get_ports {clk}]

set non_clock_inputs [all_inputs -no_clocks]
set_input_delay [expr $clk_period * $clk_io_pct] -clock clk0 $non_clock_inputs
set_output_delay [expr $clk_period * $clk_io_pct] -clock clk0 [all_outputs]
==> flow/design.v <==
`timescale 1ns / 1ps
module alu(A,B,op_code,clk,en,result_out,flag_carry,flag_zero);
	parameter N=8;
	input [N-1:0] A,B;
	input [2:0] op_code;
	input clk,en;
	output [N-1:0] result_out;
	output reg flag_carry,flag_zero;
	reg [N-1:0] result;
	parameter ADD=3'b000,
		  ADC=3'b001,
		  SUB=3'b010,
		  INC=3'b011,
		  DEC=3'b100,
		  CMP=3'b101,
		  SHL=3'b110,
		  SHR=3'b111;
	assign result_out=result;
	always @(posedge clk) begin
	   if(en) begin
            case(op_code)
            ADD: {flag_carry,result} = A+B;
            ADC: {flag_carry,result} = A+B+flag_carry;
            SUB: {flag_carry,result} = A-B;
            INC: {flag_carry,result} = A+1'b1;
            DEC: {flag_carry,result} = A-1'b1;
            CMP: 
                begin 
                    if(A<B) result=1; 
                    else if (A==B) result=2;
                    else result=4;
                end
            SHL: result = A<<1;
            SHR: result = A>>1;
            default: result = 'hXX;
            endcase
        end
		flag_zero=(result==0)?1:0;
	end
endmodule
==> impl_metrics.tcl <==
# metrics dict for downstream scripts
set metrics [dict create \
    outcome "finished clean" \
    yosys-top-cells-count "nor2_1, inv_1, a21oi_1, ha_1, nand3_1" \
    fp_util_pct 31.2 \
    synthArstFlopShare_pct 0 \
    cts_resized 0 \
    design.portCount 31 \
    grt_max_degree 21 \
    crit_path_start_kind "primary input" \
    tritoncts "yes" \
    clkLatencyLatePin_ns 0.23 \
    edf_count 1 \
    syn_area_per_cell_um2 7.63 \
    skew_ns 0.00630 \
    r2r_cells 9 \
    post-place-cells 387 \
    die_area_um2 7440 \
    initialDrtViolationCount 277 \
    synth_flop_count 10 \
    drc 0 \
    via_per_inst 5.34 \
    core-area_um2 6830 \
    die_h_um 86.3 \
    dp_hpwl_um 4780 \
    ys_seq_share_pct 9.87 \
    path_class "in -> reg" \
    rsz0062_at_grt "false" \
    peakVddDrop_mv 0.0733 \
    clk_pin_slew_ns 0.05 \
    synthDominantCellAreaShare_pct 11.8 \
    max-cap-violations 0 \
    period_minus_slack_ns 4.26 \
    arrival_ns 4.21 \
    final_util_pct 36.1 \
    synth_stat.cells 279 \
    area_leaders "ha_1, dfxtp_1, a21oi_1" \
    max-slew-margin-rel_pct 42.7 \
    port_buffers 30 \
    drt_wl_total_um 5930 \
    drv_slew 0 \
    cp-end-kind "register" \
    min_path_type "reg -> reg" \
    gp_congestion 0.935 \
    diodes 0 \
    first_global_vias 1936 \
    grt-ovfl-total 0 \
    syn_area_um2 2130 \
    ys.flop_type "dfxtp_1" \
    worst-path-max-fanout 14 \
    synth_top_cell_by_count "nor2_1" \
    required_ns 5.06 \
    cts.sinks 10 \
    startpoint "A[2]" \
    rows 30 \
    postCtsHoldBufs 0 \
    leakagePower_nw 0.976 \
    drive_above_1_share_pct 6.44 \
    synth_cells 279 \
    yosysTopAreaCell "ha_1" \
    max_freq_mhz 235 \
    antenna_found_initial 0 \
    syn_to_final_growth_pct 15.7 \
    grt_usage_pct 16.7 \
    dr.pass1.iters 4 \
    fp.dieW_um 86.3 \
    fillCellCount 732 \
    crit_end "flag_carry" \
    wl_per_cell_um 15.2 \
    ys_area_um2 2130 \
    ctsLongestPathBuffers 2 \
    r2r_start "flag_carry" \
    setup_tns_ns 0 \
    powerDensity_nw_per_um2 175 \
    synth_warnings 1 \
    ys_types 64 \
    cts_root_buf "clkbuf_8" \
    r2r_end "flag_zero" \
    cts_setup_buffers 0 \
    numCtsBuffers 3 \
    worst_slew_pin_slew_ns 0.856 \
    antenna_left 0 \
    hold_violations 0 \
    warnings 34 \
    grt_first_pass_wirelength_um 9690 \
    finalSetupViolCount 0 \
    htreeDepth 1 \
    fin_cells 391 \
    vias 2088 \
    r2r_slack_ns 2.67 \
    finalCritPeriodShare_pct 83.4 \
]
==> sequential cells by signal, indices dropped and copies added (netlist names) <==
signal      cells
flag_zero       1
flag_carry      1
result          8
==> logic make-up (layout without fill, tap and decap cells) <==
group	Yosys count	count (layout)	share of synthesized area (%)
buffers and inverters	41	57	10.9
multiplexers	9	9	4.23
flip-flops	10	10	9.87
XOR/XNOR	17	17	8.05
adder cells (fa/ha/maj)	22	22	13.6
AND/OR/NAND/NOR	100	100	26.6
AND-OR/OR-AND	80	80	26.7
==> layer usage <==
| layer | part of all wire [%] | track usage (%) | up-vias |
|---|---|---|---|
| met5 | 0 | 0 | - |
| met4 | 3.9 | 5.61 | 0 |
| met3 | 6.9 | 1.26 | 16 |
| met2 | 44 | 25.3 | 82 |
| met1 | 46 | 25.3 | 939 |
| li1 | - | - | 1051 |
==> final cells by class <==
| class | count | area (um2) | share of cell area, % |
|---|---|---|---|
| clock buffer | 4 | 45.0 | 1.83 |
| tap | 96 | 120 | 4.88 |
| inverter | 23 | 100 | 4.06 |
| multi-input combinational | 228 | 1690 | 68.5 |
| sequential | 10 | 210 | 8.53 |
| timing repair buffer | 30 | 300 | 12.2 |
==> cell usage in the layout, fill, tap and decap left out, types with 3 or more instances in the layout <==
master / Yosys / layout
xor2_1: 5 / 5
nand2_1: 11 / 11
a21o_1: 3 / 3
a211oi_1: 9 / 9
and3_1: 4 / 4
nand3_1: 14 / 14
clkbuf_8: 1 / 3
clkdlybuf4s50_1: 0 / 30
or3b_1: 3 / 3
a211o_1: 3 / 3
nor2b_1: 3 / 3
a31oi_1: 4 / 4
o221ai_1: 5 / 5
nand2b_1: 4 / 4
nor3b_1: 7 / 7
o21ai_0: 10 / 10
nor2_1: 24 / 24
ha_1: 20 / 20
nor3_1: 11 / 11
inv_1: 22 / 22
o2111ai_1: 4 / 4
xnor2_1: 9 / 9
mux2i_1: 9 / 9
a21oi_1: 21 / 21
nand3b_1: 5 / 5
dfxtp_1: 9 / 9
==> worst min path at each step <==
| stage | end | from | slack (ns) | depth (start not counted) |
|---|---|---|---|---|
| CTS | result[2] | result[2] | 0.51 | 2 |
| global route | result[5] | result[5] | 0.55 | 2 |
| finish | result[2] | result[2] | 0.51 | 2 |
==> worst max-delay path: stages <==
cell,delay (ns)
clkdlybuf4s50_1,0.79
ha_1,0.43
nand2b_1,0.21
a211oi_1,0.36
mux2i_1,0.23
o2111ai_1,0.29
or4_1,0.58
a22oi_1,0.15
o2111ai_1,0.13
==> through the flow <==
stage / hold WS (ns) / worst slack [ns] / power (mW) / area (um2)
finish: 0.512 / 0.845 / 0.432 / 2460
global route: 0.551 / 0.617 / 0.465 / 2460
CTS: 0.512 / 0.859 / 0.433 / 2460
detailed placement: 0.507 / 0.607 / 0.348 / 2420
global placement: 0.508 / 0.586 / 0.350 / 2420
floorplan: 0.439 / 1.56 / 0.270 / 2130
==> power breakdown <==
| part | internal [mW] | switching [mW] |
|---|---|---|
| Sequential | 0.0929 | 0.00835 |
| Clock | 0.0544 | 0.0274 |
| Combinational | 0.116 | 0.133 |
| Total | 0.264 | 0.168 |
Power and IR drop assume default switching activity.
